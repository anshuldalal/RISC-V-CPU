**design/flow/config.mk**
```make
export PLATFORM = sky130hd
export DESIGN_NAME = Immediate_Extend
export DESIGN_NICKNAME = Immediate_Extend
export VERILOG_FILES = /design/flow/design.v
export SDC_FILE = /design/flow/constraint.sdc
export NUM_CORES = 4
export LEC_CHECK = 1
export CORE_AREA = 10 10 91 91
export DIE_AREA = 0 0 101 101
```
**design/flow/constraint.sdc**
```tcl
current_design Immediate_Extend

set clk_period 1.4
set clk_io_pct 0.2

create_clock -name clk0 -period $clk_period

set non_clock_inputs [all_inputs -no_clocks]
set_input_delay [expr $clk_period * $clk_io_pct] -clock clk0 $non_clock_inputs
set_output_delay [expr $clk_period * $clk_io_pct] -clock clk0 [all_outputs]
```
**design/flow/design.v**
```verilog
module Immediate_Extend
(    
    input      [11:0] immI_i,immS_i,
    input      [19:0] immU_i,
    input      [19:0] immJ_i,
    input      [1:0]  select_i,
    output reg [31:0] data_o
);
always@(*) begin
    case (select_i)
        2'b00 : data_o = { {20{immI_i[11]}}, immI_i };        
        2'b01 : data_o = { {20{immS_i[11]}}, immS_i };        
        2'b10 : data_o = { immU_i, 12'b000000000000};         
        2'b11 : data_o = { {11{immJ_i[19]}}, immJ_i, 1'b0 };  
    endcase
end
endmodule
```
**design/flow/run.sh**
```bash
#!/bin/bash
# OpenROAD 26Q1-2900-gdf79404cd8, Yosys 0.63+post, stock flow scripts
make -C /OpenROAD-flow-scripts/flow DESIGN_CONFIG=/design/flow/config.mk WORK_HOME=/design/flow/orfs finish
```
==> report_table.html <==
<!-- implementation run metrics -->
<table>
<tr><th>Metric</th><th>Value</th></tr>
<tr><th colspan="2">Outcome</th></tr>
<tr><td>Result of the run</td><td>finished with violations</td></tr>
<tr><td>Failing checks</td><td>negative setup slack</td></tr>
<tr><th colspan="2">Final timing</th></tr>
<tr><td>Fin. max-slew vios</td><td>0</td></tr>
<tr><td>Minimum period implied by the final worst setup slack</td><td>1.51 ns</td></tr>
<tr><td>Fin Setup TNS</td><td>-1.77 ns</td></tr>
<tr><td>Final worst-path setup slack</td><td>-0.109 ns</td></tr>
<tr><td>Final clock period utilization by the worst path</td><td>1.08</td></tr>
<tr><td>Worst-margin pin slew</td><td>0.122 ns</td></tr>
<tr><td>Slew headroom</td><td>0.916</td></tr>
<tr><td>Max Clk Rate</td><td>663 MHz</td></tr>
<tr><td>Unrepaired setup endpoints after global routing</td><td>true</td></tr>
<tr><td>Fin. Hold Viols</td><td>0</td></tr>
<tr><td>Final setup violating endpoints</td><td>22</td></tr>
<tr><th colspan="2">Route</th></tr>
<tr><td>Via count normalized by instance count</td><td>4.04</td></tr>
<tr><td>Number of detailed-route iterations in the first pass</td><td>2</td></tr>
<tr><td>Wire length per cell after detailed routing</td><td>16.9 um</td></tr>
<tr><td>Initial DRC count</td><td>46</td></tr>
<tr><td>Vias after detailed routing</td><td>1,055</td></tr>
<tr><td>Remaining antenna violation count after routing</td><td>0</td></tr>
<tr><td>Final routed DRC violation total</td><td>0</td></tr>
<tr><td>Total wire length</td><td>4410 um</td></tr>
<tr><th colspan="2">Critical path</th></tr>
<tr><td>Max stage delay on crit path</td><td>0.28 ns</td></tr>
<tr><td>Critical Path Fanout Max</td><td>6</td></tr>
<tr><td>Arrival time reported for the critical path endpoint</td><td>1.23 ns</td></tr>
<tr><td>Setup CP Type</td><td>input port to primary output</td></tr>
<tr><td>Data required time at the worst endpoint</td><td>1.12 ns</td></tr>
<tr><td>Crit-path slowest cell</td><td>mux2_4</td></tr>
<tr><td>Worst path most repeated cell</td><td>buf_12</td></tr>
<tr><td>Worst Setup Start Kind</td><td>input port</td></tr>
<tr><td>Nature of the critical path endpoint</td><td>primary output</td></tr>
<tr><td>Buffer-and-inverter tally for the worst setup path</td><td>4</td></tr>
<tr><td>Crit path cell chain</td><td>buf_12, buf_12, buf_8, mux2_4, a22o_1, buf_2</td></tr>
<tr><td>Family with the most delay on the worst path</td><td>buffers and inverters</td></tr>
<tr><th colspan="2">Yosys</th></tr>
<tr><td>Mapped Area</td><td>842 um2</td></tr>
<tr><td>MUX share of area</td><td>0.758</td></tr>
<tr><td>Main area contributors</td><td>mux4_2 (45%), mux2_4 (16%), a22o_1 (10%)</td></tr>
<tr><td>Sequential cell area fraction in the yosys report</td><td>0</td></tr>
<tr><td>Summed standard-cell area reported by yosys</td><td>842 um2</td></tr>
<tr><td>Cells after Synth</td><td>59</td></tr>
<tr><td># Cells Yosys</td><td>59</td></tr>
<tr><td>Yosys top cell area share</td><td>0.455</td></tr>
<tr><td>Adder and majority gate portion of the synthesized area</td><td>0</td></tr>
<tr><td>Count of different cell masters after synthesis</td><td>13</td></tr>
<tr><td>Mean instance size in the synthesized netlist</td><td>14.3 um2</td></tr>
<tr><td>Synth warnings</td><td>1</td></tr>
<tr><td>Yosys top cell by area</td><td>mux4_2</td></tr>
<tr><td>Dominant kind of combinational cell</td><td>multiplexers</td></tr>
<tr><td>Post-synthesis share of cell area spent on and-or and or-and gates</td><td>0.104</td></tr>
<tr><td>Simple-gate portion of the synthesized area</td><td>0.0193</td></tr>
<tr><td>Xor/xnor share</td><td>0</td></tr>
<tr><th colspan="2">Final layout</th></tr>
<tr><td>Area growth from synthesis to layout</td><td>150%</td></tr>
<tr><td>Share of final-layout standard cells stronger than drive strength 1</td><td>0.579</td></tr>
<tr><td>Non-filler cells in the finished layout</td><td>261</td></tr>
<tr><td>Layout filler cell count</td><td>645</td></tr>
<tr><td>Area taken by flip-flops and latches</td><td>0 um2</td></tr>
<tr><td>Design Area, Final</td><td>2110 um2</td></tr>
<tr><td>Clock buffer cells</td><td>0</td></tr>
<tr><td>Flip-flop and latch count</td><td>0</td></tr>
<tr><th colspan="2">Worst hold path</th></tr>
<tr><td>Path class of the lowest-slack min-delay path</td><td>input port to primary output</td></tr>
<tr><td>Sink of the worst hold path</td><td>data_o[0]</td></tr>
<tr><td>Number of stages on the worst hold path</td><td>3</td></tr>
<tr><td>Critical hold path startpoint</td><td>select_i[1]</td></tr>
<tr><th colspan="2">Power and ir drop</th></tr>
<tr><td>Leak</td><td>0.996 nW</td></tr>
<tr><td>Power Total</td><td>0.613 mW</td></tr>
<tr><td>Highest ir drop seen on vdd</td><td>0.0933 mV</td></tr>
<tr><td>Power per unit of standard cell area</td><td>291 nW/um2</td></tr>
<tr><th colspan="2">Floorplanning</th></tr>
<tr><td>Total number of placement rows</td><td>29</td></tr>
<tr><td>Die Y-Extent</td><td>101 um</td></tr>
<tr><td>Core ar.</td><td>6350 um2</td></tr>
<tr><td>Total die area</td><td>10,200 um2</td></tr>
<tr><td>Floorplan core density</td><td>0.133</td></tr>
<tr><td>Number of top-level pins</td><td>98</td></tr>
<tr><td>Die Width</td><td>101 um</td></tr>
<tr><th colspan="2">GRT</th></tr>
<tr><td>Number of global-route vias before repair</td><td>1,144</td></tr>
<tr><td>Initial antenna violation count</td><td>3</td></tr>
<tr><td>Maximum number of pins on one net before global-route repair</td><td>10</td></tr>
<tr><td>Total global routing overflow</td><td>0</td></tr>
<tr><td>Tot GR Track Use</td><td>0.0809</td></tr>
<tr><td>Wire length of the first global-routing pass</td><td>6580 um</td></tr>
<tr><th colspan="2">Place</th></tr>
<tr><td>Number of placed instances with taps included</td><td>237</td></tr>
<tr><td>Number of input and output port buffers inserted</td><td>98</td></tr>
<tr><td>Half-perimeter wire length of the detailed placement result</td><td>3530 um</td></tr>
<tr><td>Instance area after placement</td><td>2000 um2</td></tr>
<tr><td>Last weighted congestion value of the routability-driven placer</td><td>0.772</td></tr>
<tr><th colspan="2">Clock network</th></tr>
<tr><td>Count of hold-fix buffers inserted at cts</td><td>0</td></tr>
<tr><th colspan="2">Job</th></tr>
<tr><td>Stage-log warning count</td><td>34</td></tr>
<tr><td>Count of max-cap constraint violations</td><td>0</td></tr>
</table>
[stage by stage]
stage,worst slack [ns],utilization,hold WS [ns]
after floorplan,0.118,-,0.635
after global placement,-0.728,0.314,1.30
after detailed placement,-0.747,0.314,1.31
after CTS,-0.128,0.330,0.940
after global routing,-0.145,0.332,0.910
final,-0.109,0.332,0.878
[cell families after synthesis]
family,count (synthesis)
compound gates,10
buf+inv,13
simple gates,3
mux,33
[report_power, final]
group / leakage, nW / switching [mW] / internal, mW
combinational: 0.996 / 0.166 / 0.447
sequential: 0 / 0 / 0
clock: 0.00000634 / 0 / 0.0000000954
[worst max path at each step]
stage	start	endpoint	slack (ns)	cells after the start
4_1_cts	select_i[1]	data_o[10]	-0.13	6
5_1_grt	select_i[1]	data_o[5]	-0.15	6
6_report	select_i[1]	data_o[5]	-0.11	6
[timing repair]
item                                    in CTS  in global routing
gates cloned                                 3                  0
setup buffers                               23                  0
resized                                    185                 12
endpoints found under the hold margin        0                  0
endpoints found under the setup margin      32                 30
pin swaps                                    6                  3
[synth_stat cells (2+ instances only)]
| cell | number |
|---|---|
| mux4_1 | 3 |
| buf_6 | 2 |
| mux4_2 | 17 |
| a22o_1 | 10 |
| mux2_4 | 9 |
| clkbuf_1 | 6 |
| buf_2 | 3 |
| mux2i_1 | 3 |
| buf_12 | 2 |
[area by class of cell]
| class | instances | area, um2 | share of cell area |
|---|---|---|---|
| antenna | 1 | 2.50 | 0.00119 |
| tap | 77 | 96.3 | 0.0458 |
| timing repair buffer | 137 | 1270 | 0.602 |
| multi-input combinational | 46 | 739 | 0.351 |
[worst min-delay path, delay by kind of cell]
kind / cells / cell delay, ns
buf+inv: 2 / 0.28
simple gates: 1 / 0.04
[cell usage in the layout, fill, tap and decap left out]
cell             netlist  layout
buf_6                  2      14
buf_2                  3      31
mux2_4                 9      10
buf_16                 0       1
diode_2                0       1
buf_8                  0       3
nor2_4                 0       1
clkdlybuf4s15_1        0       1
clkdlybuf4s50_1        0      21
mux2i_1                3       3
a22o_1                10      10
buf_12                 2       9
mux4_2                17      20
dlygate4sd2_1          0      39
nor2_1                 1       1
nand2b_1               1       1
dlymetal6s2s_1         0       1
buf_4                  0      17
[metal layers]
layer / vias to the layer above / wire length [um] / share of wire / global-route usage
li1: 510 / - / - / -
met1: 491 / 1680 / 0.38 / 0.0938
met2: 44 / 2230 / 0.51 / 0.143
met3: 6 / 438 / 0.099 / 0.0326
met4: 4 / 29 / 0.0066 / 0.00536
met5: - / 27 / 0.0061 / 0
Power and IR drop assume default switching activity.
